===== flow/design.v =====
`timescale 1ns/1ps
module id_exe(
	input clk,
	input nrst,
	input flush,
	input [31:0] ID_pc4,
	input [31:0] ID_opA,
	input [31:0] ID_opB,
	input [31:0] ID_dataB,
	input [31:0] ID_imm32bit,
	input [4:0] ID_wraddr,
	input [31:0] pc_ID,
	input [31:0] ID_inst,
	output reg [31:0] EXE_pc4,
	output reg [31:0] EXE_opA,
	output reg [31:0] EXE_opB,
	output reg [31:0] EXE_dataB,
	output reg [31:0] EXE_imm32bit,
	output reg [4:0] EXE_wraddr,
	output reg [31:0] pc_EXE,
	output reg [31:0] EXE_inst,
	input [5:0] ID_alu_op,
	input ID_data_wr,
	input ID_wr_en,
	input [1:0] ID_sel_data,
	output reg [5:0] EXE_alu_op,
	output reg EXE_data_wr,
	output reg EXE_wr_en,
	output reg [1:0] EXE_sel_data
);
	always@(posedge clk or negedge nrst) begin
		if(!nrst) begin
			EXE_pc4 <= 0;
			EXE_opA <= 0;
			EXE_opB <= 0;
			EXE_dataB <= 0;
			EXE_imm32bit <= 0;
			EXE_wraddr <= 0;
			pc_EXE <= 0;
			EXE_inst <= 0;
		end
		else begin
			EXE_pc4 <= ID_pc4;
			EXE_opA <= ID_opA;
			EXE_opB <= ID_opB;
			EXE_dataB <= ID_dataB;
			EXE_imm32bit <= ID_imm32bit;
			EXE_wraddr <= ID_wraddr;
			pc_EXE <= pc_ID;
			EXE_inst <= ID_inst;
		end
	end
	always@(posedge clk or negedge nrst) begin
		if(!nrst) begin
			EXE_alu_op <= 0;
			EXE_data_wr <= 0;
			EXE_wr_en <= 0;
			EXE_sel_data <= 0;
		end
		else begin
			if(flush) begin
				EXE_alu_op <= 0;
				EXE_data_wr <= 0;
				EXE_wr_en <= 0;
				EXE_sel_data <= 0;
			end
			else begin
				EXE_alu_op <= ID_alu_op;
				EXE_data_wr <= ID_data_wr;
				EXE_wr_en <= ID_wr_en;
				EXE_sel_data <= ID_sel_data;
			end
		end
	end
endmodule

===== flow/run.sh =====
#!/bin/bash
# OpenROAD 26Q1-2900-gdf79404cd8, Yosys 0.63+post, stock flow scripts
make -C /OpenROAD-flow-scripts/flow DESIGN_CONFIG=/design/flow/config.mk WORK_HOME=/design/flow/orfs finish

===== flow/config.mk =====
export PLATFORM = sky130hd
export DESIGN_NAME = id_exe
export DESIGN_NICKNAME = id_exe
export VERILOG_FILES = /design/flow/design.v
export SDC_FILE = /design/flow/constraint.sdc
export NUM_CORES = 4
export LEC_CHECK = 1
export CORE_AREA = 10 10 223 223
export DIE_AREA = 0 0 233 233

===== flow/constraint.sdc =====
current_design id_exe

set clk_period 1.0
set clk_io_pct 0.2

create_clock -name clk0 -period $clk_period [get_ports {clk}]

set non_clock_inputs [all_inputs -no_clocks]
set_input_delay [expr $clk_period * $clk_io_pct] -clock clk0 $non_clock_inputs
set_output_delay [expr $clk_period * $clk_io_pct] -clock clk0 [all_outputs]

==> results_dict.tcl <==
# place-and-route summary
set metrics [dict create \
    slowest_delay_ns 0.39 \
    run_status "finished with violations" \
    cts-root-buf "clkbuf_16" \
    max_freq_ghz 0.7900 \
    final_max_slew_viol_count 0 \
    p_comb_frac 0.083 \
    cts.clk_slew.worst_paths_ns 0.06 \
    ys_cells 249 \
    dieArea_um2 54290 \
    holdCritPathClass "in -> reg" \
    globalplace.congestion 0.8334 \
    cts_tree "built" \
    yosys_area_um2 6043 \
    drc 0 \
    setup_ws_ns -0.2659 \
    cp_slowest_cell "dfrtp_1" \
    p_sw_w 0.004532 \
    start_kind "flip-flop" \
    layoutNonFillerInstCount 1399 \
    fp.dieW_um 233 \
    coreArea_um2 44510 \
    internal_power_w 0.01722 \
    syn_area_per_cell_um2 24.27 \
    antenna_found_initial 4 \
    warning_count 27 \
    fp-utilization 0.1358 \
    violations "setup timing" \
    postSynth.asyncResetShare 1.000 \
    crit_chain "buf_2" \
    seq_area_frac_synth 0.9896 \
    io_buffers 480 \
    num-fill-cells 4630 \
    crit_type "reg -> out" \
    seqCellArea_um2 5981 \
    syn_to_final_growth_pct 92.11 \
    grt_first_pass_wirelength_mm 35.77 \
    grt_usage 0.09151 \
    yosysTopAreaCell "dfrtp_1" \
    ir_worst_vdd_v 0.001331 \
    ys_types 2 \
    yosys_warnings 1 \
    synthTopCellsByCount "239 x dfrtp_1, 10 x nor2b_1" \
    top_cell "dfrtp_1" \
    syn_area_um2 6043 \
    wl_per_cell_um 18.20 \
    grt_overflow 0 \
    clock_path_buffers 3 \
    boundaryPins 481 \
    cp.required_ns 0.80 \
    period_used_share 1.266 \
    final-comb-area_um2 62.56 \
    switching_share 0.2083 \
    dr_total_vias 4231 \
    ant_nets 0 \
    p_per_area_nw_per_um2 1874 \
    htreeDepth 1 \
    grt_pass1_vias 4979 \
    end_kind "primary output" \
    arrival_ns 1.07 \
    pwr-share-clk 0.445 \
    rsz0062_at_grt "true" \
    synth_top_area_share 0.9896 \
    cp_num_buf_inv 1 \
    grt_max_degree 42 \
    postSynthCellCount 249 \
    layout_min_cycle_time_ns 1.266 \
    max_slew_margin 0.5596 \
    flop_cell "dfrtp_1" \
    fp.dieH_um 233 \
    drt-vias-per-instance 3.024 \
    cap_violations 0 \
    tightest_slew_ns 0.6606 \
    cts_buffers 27 \
    drive_above_1_share 0.3772 \
    power_leakage_nw 5.339 \
    p_seq_frac 0.472 \
    synth.area.top_cells "dfrtp_1 99%, nor2b_1 1.0%" \
    finalSetupViolations 239 \
    cts.sink_count 239 \
    dpl.cell_count 1337 \
    final-hold-violation-count 0 \
    dr.pass1.iters 3 \
    path_max_fanout 1 \
    drt-initial-drc-count 84 \
    place_ws_ns -0.1411 \
    routed_wl_mm 25.47 \
    ys.flops 239 \
    rows 77 \
    hpwl_mm 20.30 \
    path_delay_family "flip-flops" \
    edf_count 0 \
]
==> routing by layer <==
layer | routed length [um] | vias to the layer above | track usage
met5 | 44 | - | 0
met4 | 791 | 8 | 0.02435
met3 | 3353 | 48 | 0.04908
met2 | 12380 | 315 | 0.1522
met1 | 8896 | 2002 | 0.1004
li1 | - | 1858 | -
==> per-stage QoR <==
stage	instance area, um2	total power, W	TNS, ns	hold WS (ns)	utilization
detailed placement	11750	0.01273	-1.527	0.09219	0.2640
floorplan	6043	0.01034	0	-0.09559	-
finish	11610	0.02175	-49.27	0.08559	0.2608
global placement	11750	0.01272	-1.620	0.09357	0.2640
CTS	11600	0.02233	-106.11	0.03596	0.2607
global route	11610	0.02276	-63.40	0.04946	0.2608
==> power by group through the flow <==
stage / logic [W] / clock network (W) / registers (W)
4_1_cts: 0.00188 / 0.0102 / 0.0103
5_1_grt: 0.00198 / 0.0105 / 0.0103
6_report: 0.00180 / 0.00969 / 0.0103
==> cell families after synthesis <==
family and share of synthesized area:
DFF 0.9896, and+or+nand+nor 0.01035
==> layout by cell type, fill, tap and decap left out <==
| master | Yosys | layout |
|---|---|---|
| clkdlybuf4s50_1 | 0 | 240 |
| dfrtp_1 | 239 | 239 |
| buf_2 | 0 | 239 |
| clkbuf_16 | 0 | 27 |
| buf_4 | 0 | 13 |
| nor2b_1 | 10 | 10 |
| clkbuf_8 | 0 | 8 |
| buf_12 | 0 | 7 |
| clkinv_2 | 0 | 6 |
| dlygate4sd3_1 | 0 | 6 |
| clkbuf_1 | 0 | 5 |
| inv_8 | 0 | 2 |
| dlymetal6s4s_1 | 0 | 2 |
| diode_2 | 0 | 1 |
| bufinv_16 | 0 | 1 |
| buf_8 | 0 | 1 |
==> sequential cells by signal (all words and copies together) (netlist names), 6 cells and up <==
signal        count
EXE_imm32bit     32
pc_EXE           32
EXE_pc4          32
EXE_inst         32
EXE_dataB        32
EXE_opB          32
EXE_opA          32
EXE_alu_op        6
==> path summary, 6_finish.rpt <==
path | depth (start not counted) | slack, ns | endpoint | start
max in group asynchronous | 6 | 0.12 | EXE_pc4[18] | nrst
min in group asynchronous | 6 | 0.53 | EXE_opB[9] | nrst
min | 1 | 0.09 | EXE_opB[11] | ID_opB[11]
max | 1 | -0.27 | EXE_imm32bit[31] | EXE_imm32bit[31]
==> timing repair <==
action	in CTS	in global routing
gates resized	788	2
setup buffers	0	0
hold buffers	2	0
setup endpoints to repair	239	428
hold endpoints to repair	239	0
==> area by class of cell <==
class	count	area share
clock buffers	40	0.06930
flip-flops and latches	239	0.5151
repair buffers	508	0.3390
diodes	1	0.0002155
clock inverters	9	0.007113
well taps	592	0.06380
multi-input cells	10	0.005389
Power and IR drop assume default switching activity.
