<file path="config.mk">
export PLATFORM = sky130hd
export DESIGN_NAME = exe_mem
export DESIGN_NICKNAME = exe_mem
export VERILOG_FILES = /design/flow/design.v
export SDC_FILE = /design/flow/constraint.sdc
export NUM_CORES = 4
export LEC_CHECK = 1
export CORE_AREA = 10 10 170 170
export DIE_AREA = 0 0 180 180
</file>
<file path="constraint.sdc">
current_design exe_mem

set clk_period 1.0
set clk_io_pct 0.2

create_clock -name clk0 -period $clk_period [get_ports {clk}]

set non_clock_inputs [all_inputs -no_clocks]
set_input_delay [expr $clk_period * $clk_io_pct] -clock clk0 $non_clock_inputs
set_output_delay [expr $clk_period * $clk_io_pct] -clock clk0 [all_outputs]
</file>
<file path="design.v">
`timescale 1ns/1ps
module exe_mem(
	input clk,
	input nrst,
	input [31:0] EXE_pc4,
	input [31:0] EXE_ALUres,
	input [31:0] EXE_dataB,
	input [4:0] EXE_wraddr,
	input [31:0] pc_EXE,
	input [31:0] EXE_inst,
	output reg [31:0] MEM_pc4,
	output reg [31:0] MEM_ALUres,
	output reg [31:0] MEM_dataB,
	output reg [4:0] MEM_wraddr,
	output reg [31:0] pc_MEM,
	output reg [31:0] MEM_inst,
	input EXE_data_wr,
	input EXE_wr_en,
	input [1:0] EXE_sel_data,
	output reg MEM_data_wr,
	output reg MEM_wr_en,
	output reg [1:0] MEM_sel_data
);
	always@(posedge clk or negedge nrst) begin
		if(!nrst) begin
			MEM_pc4 <= 0;
			MEM_ALUres <= 0;
			MEM_dataB <= 0;
			MEM_wraddr <= 0;
			pc_MEM <= 0;
			MEM_inst <= 0;
			MEM_data_wr <= 0;
			MEM_wr_en <= 0;
			MEM_sel_data <= 0;
		end
		else begin
			MEM_pc4 <= EXE_pc4;
			MEM_ALUres <= EXE_ALUres;
			MEM_dataB <= EXE_dataB;
			MEM_wraddr <= EXE_wraddr;
			pc_MEM <= pc_EXE;
			MEM_inst <= EXE_inst;
			MEM_data_wr <= EXE_data_wr;
			MEM_wr_en <= EXE_wr_en;
			MEM_sel_data <= EXE_sel_data;
		end
	end
endmodule
</file>
<file path="run.sh">
#!/bin/bash
# OpenROAD 26Q1-2900-gdf79404cd8, Yosys 0.63+post, stock flow scripts
make -C /OpenROAD-flow-scripts/flow DESIGN_CONFIG=/design/flow/config.mk WORK_HOME=/design/flow/orfs finish
</file>
==> impl_metrics.csv <==
group,metric,value,unit
clocking,cts_tree,"done",
critical_path,path_delay_family,"flip-flops",
floorplanning,num_rows,58,
finish,utilization,0.3179,
critical_path,worstPathCellList,"buf_2",
global_route,grt_max_degree,55,
routing,ant_nets,0,
global_route,antenna_found_initial,1,
sta,relSlewSlack,0.5706,
critical_path,path_buffers,1,
critical_path,worstPathRequired,0.80,ns
finish,logic_area,0,um^2
clocking,root_buffer,"clkbuf_16",
critical_path,crit_fanout,1,
clocking,clkSinkCount,169,
sta,fin_ws,-0.1199,ns
clocking,cts_buffer_depth,2,
pwr,powerDensity,1956,nW/um^2
flow_run,max_cap_viol_count,0,
floorplanning,die_w,180,um
finish,layout-drive-gt1-share,0.3816,
critical_path,setup.worst_path.class,"reg2out",
placed_design,dp.final_hpwl,12360,um
placed_design,dp_slack,-0.04962,ns
finish,fill_cells,2500,
routing,insertedDiodeCount,0,
sta,rsz0062_at_grt,"yes",
run_status,outcome,"finished, violations left",
sta,finalClockPeriodUsage,1.120,
routing,wl_per_cell,17.56,um
finish,area_growth,89.29,%
placed_design,numPortBuffers,339,
sta,hold_viol,133,
logic_synthesis,syn_area,4229,um^2
critical_path,critPathLaunchType,"flip-flop",
logic_synthesis,yosysTopAreaCell,"dfrtp_1",
routing,vias,2815,
critical_path,cp.depth,1,
logic_synthesis,edf_count,0,
logic_synthesis,ys_warn_count,1,
finish,logic_gate_count,0,
routing,viasPerCell,3.188,
logic_synthesis,synth.top_cell.area_share,1.000,
sta,fmax,892.9,MHz
logic_synthesis,postSynthAreaPerCell,25.02,um^2
run_status,violations,"hold timing, setup timing",
finish,fin_area,8005,um^2
logic_synthesis,synthTopCellsByCount,"169 x dfrtp_1",
logic_synthesis,yosys-stat-area,4229,um^2
flow_run,warnings,29,
logic_synthesis,top_cells_by_area,"dfrtp_1 100%",
floorplanning,ios,340,
clocking,path_clk_slew,0.07,ns
floorplanning,die_y,180,um
sta,tns,-13.25,ns
global_route,grt_pass1_vias,3210,
routing,dr.pass1.iters,2,
logic_synthesis,ys.flop_type,"dfrtp_1",
clocking,post_cts.repair.setup_buffers,0,
logic_synthesis,synthArstFlopShare,1.000,
placed_design,place_area,8114,um^2
logic_synthesis,syn_inst,169,
routing,dr.first_iter.drc_count,74,
floorplanning,fp_util,0.1679,
min_path,hold_path_class,"in2async",
routing,drcViolationCount,0,
logic_synthesis,most_common_cell,"dfrtp_1",
global_route,grt-ovfl-total,0,
floorplanning,coreArea,25180,um^2
logic_synthesis,yosysSeqAreaShare,1.000,
sta,tightestPinTransition,0.6420,ns
pwr,total_power,15.65,mW
routing,wirelength,15510,um
critical_path,critPathLaunch,"MEM_pc4[2]",
clocking,htreeDepth,4,
global_route,grt_pass1_wl,23000,um
logic_synthesis,ys_ff,169,
floorplanning,chipArea,32400,um^2
logic_synthesis,synth_cell_types,1,
global_route,grt.total_usage,0.09493,
sta,slew_violations,0,
critical_path,arrival,0.92,ns
clocking,numCtsBuffers,17,
critical_path,critPathMaxStageDelay,0.38,ns
finish,ff_latch_area,4229,um^2
sta,whs,-0.06410,ns
placed_design,gp_congestion,0.8317,
pwr,p_leak,3.701,nW
pwr,vdd_drop_max,0.0008908,V
sta,period_minus_slack,1.120,ns
sta,setup_viol,169,
critical_path,endpoint_kind,"output pin",
critical_path,cp_slowest_cell,"dfrtp_1",
logic_synthesis,yosys-stat-cells,169,
layer usage:
layer / wire [um] / track usage / vias up
met4: 153 / 0.01059 / 2
met5: 17 / 0 / -
met1: 6084 / 0.1140 / 1375
met3: 1566 / 0.04544 / 7
li1: - / - / 1263
met2: 7687 / 0.1576 / 168
cell families (layout without fill, tap and decap cells):
group	count (synthesis)	in the layout	synth area share
buffers and inverters	0	384	0
flip-flops	169	169	1.000
layout make-up:
type | count | share of cell area
Sequential cell | 169 | 0.5283
Timing Repair Buffer | 352 | 0.3389
Clock buffer | 20 | 0.05830
Tap cell | 330 | 0.05158
Clock inverter | 12 | 0.02298
report_power, final:
part	internal, mW	total (mW)	switching [mW]
logic	0.851	1.19	0.338
registers	7.17	7.25	0.0717
clock network	4.43	7.22	2.79
total	12.5	15.7	3.20
timing repair:
item                                   CTS  global route
resized                                558             0
endpoints found under the hold margin  169            20
setup endpoints to repair              169           202
layout by cell type, fill, tap and decap left out:
cell,n
dfrtp_1,169
clkdlybuf4s50_1,169
buf_2,168
clkbuf_16,17
buf_4,5
bufinv_16,4
buf_12,4
dlygate4sd3_1,4
clkbuf_8,3
inv_6,3
clkinv_2,2
buf_6,2
inv_8,1
clkinv_4,1
clkinvlp_4,1
how the worst max path moves through the flow:
stage	endpoint	slack (ns)
4_1_cts	MEM_dataB[19]	-0.16
5_1_grt	MEM_inst[11]	-0.17
6_report	MEM_pc4[2]	-0.12
stage by stage:
step                hold slack, ns  std cells
floorplan                 -0.09559        169
global placement           0.06836        845
detailed placement         0.06862        845
CTS                        -0.2569        883
global route              -0.06033        883
finish                    -0.06410        883
registers in the layout (all words and copies together) (netlist names):
name and cells:
MEM_ALUres 32, MEM_dataB 32, MEM_data_wr 1, MEM_inst 32, MEM_pc4 32, MEM_sel_data 2, MEM_wr_en 1, MEM_wraddr 5
pc_MEM 32
Power figures rest on the tool's default switching activity, not on a simulated workload.
